--- design/flow/run.sh ---
#!/bin/bash
# OpenROAD 26Q1-2900-gdf79404cd8, Yosys 0.63+post, stock flow scripts
make -C /OpenROAD-flow-scripts/flow DESIGN_CONFIG=/design/flow/config.mk WORK_HOME=/design/flow/orfs finish
--- design/flow/config.mk ---
export PLATFORM = sky130hd
export DESIGN_NAME = sparse_aware_pe
export DESIGN_NICKNAME = sparse_aware_pe
export VERILOG_FILES = /design/flow/design.v
export SDC_FILE = /design/flow/constraint.sdc
export NUM_CORES = 4
export LEC_CHECK = 1
export CORE_UTILIZATION = 30
--- design/flow/constraint.sdc ---
current_design sparse_aware_pe

set clk_period 1.6
set clk_io_pct 0.2

create_clock -name clk0 -period $clk_period

set non_clock_inputs [all_inputs -no_clocks]
set_input_delay [expr $clk_period * $clk_io_pct] -clock clk0 $non_clock_inputs
set_output_delay [expr $clk_period * $clk_io_pct] -clock clk0 [all_outputs]
--- design/flow/design.v ---
`timescale 1ns / 1ps
module clock_gate_cell (
    input  wire clk,
    input  wire enable,
    input  wire test_enable,   
    output wire gated_clk
);
    reg enable_latched;
    always @(*) begin
        if (!clk)
            enable_latched = enable | test_enable;
    end
    assign gated_clk = clk & enable_latched;
endmodule
`timescale 1ns / 1ps
module sparse_aware_pe #(
    parameter integer WORD_SIZE = 64,
    parameter ENABLE_SPARSITY = 1   
)(
    input  wire                              clk,
    input  wire                              reset,
    input  wire                              ce,           
    input  wire                              accumulate,   
    input  wire                              test_mode,    
    input  wire [WORD_SIZE-1:0]              weight_in,
    input  wire [WORD_SIZE-1:0]              activation_in,
    input  wire [WORD_SIZE-1:0]              mask_in,
    output reg  [$clog2(WORD_SIZE+1)-1:0]    popcount_out,
    output reg  [15:0]                       accumulated_sum,
    output wire                              clock_gated,
    output wire                              computation_skipped
);
    localparam integer PCW = $clog2(WORD_SIZE+1);
    wire weight_is_zero, activation_is_zero;
    wire weight_is_sparse, activation_is_sparse;   
    generate
        if (ENABLE_SPARSITY) begin: sparsity_enabled
            sparse_detector #(
                .WORD_SIZE(WORD_SIZE)
            ) weight_detector (
                .data_in(weight_in),
                .is_zero(weight_is_zero),
                .is_sparse(weight_is_sparse)   
            );
            sparse_detector #(
                .WORD_SIZE(WORD_SIZE)
            ) activation_detector (
                .data_in(activation_in),
                .is_zero(activation_is_zero),
                .is_sparse(activation_is_sparse)   
            );
        end else begin: sparsity_disabled
            assign weight_is_zero = 1'b0;
            assign activation_is_zero = 1'b0;
            assign weight_is_sparse = 1'b0;
            assign activation_is_sparse = 1'b0;
        end
    endgenerate
    wire skip_compute = weight_is_zero || activation_is_zero;
    assign computation_skipped = skip_compute && ce;
    wire pe_enable = ce && !skip_compute;
    wire gated_clk;
    clock_gate_cell icg (
        .clk(clk),
        .enable(pe_enable),
        .test_enable(test_mode),
        .gated_clk(gated_clk)
    );
    assign clock_gated = !pe_enable;
    wire [WORD_SIZE-1:0] xnor_result = ~(weight_in ^ activation_in) & mask_in;
    function [PCW-1:0] popcount64;
        input [WORD_SIZE-1:0] v;
        integer j;
        reg [PCW-1:0] s;
        begin
            s = {PCW{1'b0}};
            for (j = 0; j < WORD_SIZE; j = j + 1) begin
                s = s + v[j];
            end
            popcount64 = s;
        end
    endfunction
    wire [PCW-1:0] pc_comb = popcount64(xnor_result);
    always @(posedge gated_clk or posedge reset) begin
        if (reset)
            popcount_out <= {PCW{1'b0}};
        else
            popcount_out <= pc_comb;
    end
    always @(posedge gated_clk or posedge reset) begin
        if (reset) begin
            accumulated_sum <= 16'd0;
        end else begin
            if (!accumulate) begin
                accumulated_sum <= 16'd0;
            end else begin
                accumulated_sum <= accumulated_sum + pc_comb;
            end
        end
    end
endmodule
`timescale 1ns / 1ps
module sparse_detector #(
    parameter WORD_SIZE = 64
)(
    input  wire [WORD_SIZE-1:0] data_in,
    output wire                 is_zero,     
    output wire                 is_sparse    
);
    assign is_zero = (data_in == {WORD_SIZE{1'b0}});
    function integer count_ones;
        input [WORD_SIZE-1:0] v;
        integer i, cnt;
        begin
            cnt = 0;
            for (i = 0; i < WORD_SIZE; i = i + 1)
                cnt = cnt + v[i];
            count_ones = cnt;
        end
    endfunction
    wire [6:0] ones_count = count_ones(data_in);
    assign is_sparse = (ones_count < (WORD_SIZE / 10));
endmodule
==> results.json <==
{
  "status": "finished with violations",
  "violations": "setup timing",
  "grt_pass1_wl_mm": 19.10,
  "async_flop_share_pct": 95.83,
  "peakVddDrop_uv": 1857,
  "fp-row-count": 41,
  "unclocked_pins": 24,
  "fp_util_pct": 30.85,
  "warnings": 37,
  "rsz0062_at_grt": "yes",
  "dp_cells": 929,
  "dp_slack_ns": -1.326,
  "worstPathMaxFanout": 2,
  "antenna_cells": 0,
  "slew_viol_final": 0,
  "end_kind": "output port",
  "top_cell": "xnor2_1",
  "hold_viol_final": 0,
  "grt_use_total_pct": 19.18,
  "grt_max_degree": 24,
  "overflow": 0,
  "ios": 222,
  "core_area_um2": 12620,
  "setup_viol": 2,
  "untimed_endpoints": 47,
  "wire_per_inst_um": 13.77,
  "final_area_um2": 7258,
  "fin_util_pct": 57.52,
  "wl_mm": 12.79,
  "drive_above_1_share_pct": 30.38,
  "min_path_type": "input port to output port",
  "yosys-top-cells-count": "xnor2_1, inv_1, fa_1, nand2_1, and2_1",
  "start_kind": "input port",
  "critPathArrivalTime_ns": 1.75,
  "yosys_register_bits": 24,
  "vias_per_cell": 4.292,
  "power_mw": 14.51,
  "area_leaders": "fa_1, xnor2_1, dfrtp_1",
  "flop_cell": "dfrtp_1",
  "timing.fmax_mhz": 484.1,
  "dpl_cell_area_um2": 7251,
  "area_growth_pct": 86.41,
  "place_congestion": 0.9029,
  "synth.avg_cell_area_um2": 9.428,
  "maxCapViolCount": 0,
  "ys_area_um2": 3894,
  "worst_ep_required_time_ns": 1.28,
  "dieHeight_um": 115.9,
  "dp_hpwl_mm": 11.61,
  "drt.antenna.violating_nets": 0,
  "dr.pass1.iters": 4,
  "worstMarginPinSlew_ns": 0.6910,
  "power_leakage_nw": 3.422,
  "synth_cells": 413,
  "fin_ws_ns": -0.4655,
  "grt_pass1_vias": 4083,
  "p_per_area_nw_per_um2": 1999,
  "edf_count": 0,
  "die-area_um2": 13440,
  "relSlewSlack_pct": 53.93,
  "ys_warn_count": 3,
  "dr.first_iter.drc_count": 85,
  "drc": 0,
  "top_cell_area_share_pct": 28.28,
  "worstSetupPathType": "input port to output port",
  "layout.cells.non_filler": 929,
  "fin_crit_ns": 2.066,
  "route.vias.total": 3987,
  "ys_types": 37,
  "io_buffers": 222,
  "netlist_area_um2": 3894,
  "fp.dieW_um": 115.9,
  "antenna_found_initial": 0,
  "synth_area_leader_cell": "fa_1",
  "min_period_over_period_pct": 129.1,
  "ys_cells": 413
}
[layout by cell type, fill, tap and decap left out, drive strengths merged, types with 6 or more instances in the layout]
cell type      count
a21oi              9
and2              35
buf              166
clkbuf            15
clkdlybuf4s15     29
clkdlybuf4s50     92
dfrtp             23
dlygate4sd2       43
fa                55
ha                23
inv               56
nand2             46
nand4              9
nor2               6
nor4              34
xnor2             71
[metrics by stage]
step	TNS [ns]	hold slack, ns
after floorplan	0	0.6672
after CTS	-0.7302	1.237
after global routing	-1.044	1.266
final	-0.8036	1.221
after global placement	-2.701	1.576
after detailed placement	-2.642	1.571
[path summary, 6_finish.rpt]
| path | depth (start not counted) | from | end |
|---|---|---|---|
| min | 3 | ce | clock_gated |
| max | 8 | activation_in[11] | computation_skipped |
[registers in the layout, indices dropped and copies added, names as in the netlist]
signal              count
accumulated_sum        16
popcount_out            7
icg.enable_latched      1
[cell families (layout without fill, tap and decap cells)]
| family | count (synthesis) | after routing | synth area share (%) |
|---|---|---|---|
| and+or+nand+nor | 151 | 151 | 21.27 |
| latches | 1 | 1 | 0.3855 |
| xor gates and xnor gates | 76 | 76 | 17.10 |
| adders and majority gates | 78 | 78 | 35.67 |
| muxes | 1 | 1 | 0.2571 |
| AOI/OAI and AO/OA | 26 | 26 | 5.045 |
| buffers and inverters | 57 | 401 | 5.495 |
| DFF | 23 | 23 | 14.78 |
[area by class of cell]
cell class / count / area [um2]
sequential: 24 / 590.6
fill: 1144 / 5361
inverter: 56 / 210.2
timing repair buffer: 345 / 2850
tap: 172 / 215.2
multi-input combinational: 332 / 3392
[timing repair]
item,in CTS,in global routing
gates resized,329,49
setup endpoints to repair,2,2
pin swaps,44,19
hold buffers,0,0
setup buffers,2,0
cloned,0,0
[where the power goes]
part | switching, mW | internal [mW] | total, mW
logic | 7.58 | 6.67 | 14.3
clock network | 0 | 0 | 0
registers | 0.00301 | 0.255 | 0.258
total | 7.58 | 6.93 | 14.5
[critical path, stage by stage]
cell and delay [ns]:
buf_6 0.10, nor4_4 0.31, nand4_1 0.28, nor4_2 0.32, nor2_2 0.10, buf_4 0.14
nor2b_1 0.08, buf_2 0.09
[routing by layer]
metal | global-route usage [%] | vias to the layer above | wire (um)
met5 | 0 | - | 0
met4 | 0.5983 | 0 | 50
met3 | 2.184 | 4 | 958
met2 | 33.81 | 122 | 6521
met1 | 27.58 | 1817 | 5260
li1 | - | 2044 | -
No activity file was given, so power comes from the tool's default toggle rates.
