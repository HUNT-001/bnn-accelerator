File: flow/run.sh
#!/bin/bash
# OpenROAD 26Q1-2900-gdf79404cd8, Yosys 0.63+post, stock flow scripts
make -C /OpenROAD-flow-scripts/flow DESIGN_CONFIG=/design/flow/config.mk WORK_HOME=/design/flow/orfs finish
File: flow/config.mk
export PLATFORM = sky130hd
export DESIGN_NAME = performance_monitor
export DESIGN_NICKNAME = performance_monitor
export VERILOG_FILES = /design/flow/design.v
export SDC_FILE = /design/flow/constraint.sdc
export NUM_CORES = 4
export LEC_CHECK = 1
export CORE_UTILIZATION = 50
File: flow/constraint.sdc
current_design performance_monitor

set clk_period 271.9
set clk_io_pct 0.2

create_clock -name clk0 -period $clk_period [get_ports {clk}]

set non_clock_inputs [all_inputs -no_clocks]
set_input_delay [expr $clk_period * $clk_io_pct] -clock clk0 $non_clock_inputs
set_output_delay [expr $clk_period * $clk_io_pct] -clock clk0 [all_outputs]
File: flow/design.v
`timescale 1ns / 1ps
module performance_monitor #(
    parameter NUM_PES = 64,
    parameter WORD_SIZE = 64
)(
    input wire clk,
    input wire reset,
    input wire enable,   
    input wire [2:0] fsm_state,
    input wire       ce_array,
    input wire       accumulate,
    input wire [6:0] compute_count,
    input wire [NUM_PES-1:0] pe_active,   
    output reg [31:0] total_cycles,
    output reg [31:0] compute_cycles,
    output reg [31:0] idle_cycles,
    output reg [31:0] stall_cycles,
    output reg [63:0] total_xnor_ops,       
    output reg [63:0] total_popcount_ops,   
    output reg [63:0] total_accumulations,  
    output reg [31:0] pe_active_cycles,     
    output reg [31:0] sram_read_count,      
    output reg [31:0] sram_write_count,     
    output reg [15:0] avg_pe_utilization    
);
    localparam S_IDLE    = 3'd0;
    localparam S_INIT    = 3'd1;
    localparam S_COMPUTE = 3'd2;
    localparam S_DONE    = 3'd3;
    always @(posedge clk or posedge reset) begin
        if (reset) begin
            total_cycles    <= 32'd0;
            compute_cycles  <= 32'd0;
            idle_cycles     <= 32'd0;
            stall_cycles    <= 32'd0;
        end else if (enable) begin
            total_cycles <= total_cycles + 1;
            case (fsm_state)
                S_IDLE:    idle_cycles    <= idle_cycles + 1;
                S_COMPUTE: compute_cycles <= compute_cycles + 1;
                S_INIT:    ;  
                S_DONE:    ;  
                default:   stall_cycles   <= stall_cycles + 1;
            endcase
        end
    end
    integer active_pe_count;
    integer i;
    always @(*) begin
        active_pe_count = 0;
        for (i = 0; i < NUM_PES; i = i + 1) begin
            active_pe_count = active_pe_count + pe_active[i];
        end
    end
    always @(posedge clk or posedge reset) begin
        if (reset) begin
            total_xnor_ops      <= 64'd0;
            total_popcount_ops  <= 64'd0;
            total_accumulations <= 64'd0;
            pe_active_cycles    <= 32'd0;
            sram_read_count     <= 32'd0;
        end else if (enable && fsm_state == S_COMPUTE && ce_array) begin
            total_xnor_ops     <= total_xnor_ops + (active_pe_count * WORD_SIZE);
            total_popcount_ops <= total_popcount_ops + active_pe_count;
            if (accumulate) begin
                total_accumulations <= total_accumulations + active_pe_count;
            end
            sram_read_count <= sram_read_count + (NUM_PES + 1);
            if (|pe_active) begin
                pe_active_cycles <= pe_active_cycles + 1;
            end
        end
    end
    always @(posedge clk or posedge reset) begin
        if (reset) begin
            avg_pe_utilization <= 16'd0;
        end else if (fsm_state == S_DONE && enable) begin
            if (total_cycles > 0) begin
                avg_pe_utilization <= (pe_active_cycles * 16'd10000) / total_cycles;
            end
        end
    end
endmodule
==> summary.log <==
qor: job.openroad.warnings 68
qor: route.number_of_antenna_diodes 0
qor: yosys.ys_sh_mux 2.755%
qor: job.cap_violations 0
qor: yosys.netlist_top_cells_area sky130_fd_sc_hd__dfrtp_1 (19%), sky130_fd_sc_hd__ha_1 (16%), sky130_fd_sc_hd__xnor2_1 (7.3%)
qor: floorplan.core_area 0.1017 mm^2
qor: final_timing.grt_setup_unrepaired false
qor: final_timing.period_needed 123810 ps
qor: floorplan.boundaryPins 511
qor: global_routing.groute.usage.overall 30.98%
qor: place.port_buffers 465
qor: yosys.synth.avg_cell_area 7.948 um^2
qor: yosys.post_synthesis_sequential_element_count 394
qor: route.vias 47650
qor: final_timing.finalMaxSlewViolations 0
qor: yosys.async_flop_share 100.0%
qor: cells_and_area.flow.area_growth_from_synthesis 16.14%
qor: cts.clkSlewWorstSetupHoldPaths 80 ps
qor: cts.cts_sinks 394
qor: global_routing.largest_net_degree_at_the_start_of_global_routing 112
qor: yosys.post_synth_instance_area 0.05128 mm^2
qor: cells_and_area.n_fill_cell 9120
qor: route.drt-total-wl 157600 um
qor: yosys.synth.cellmix.xorXnorShare 10.13%
qor: yosys.ys_seq_share 19.23%
qor: final_timing.fraction_of_the_cycle_the_final_worst_path_needs 45.54%
qor: cts.clock_latency_late_sink 660 ps
qor: floorplan.die_area 0.1039 mm^2
qor: cts.cts.root.buffer_cell sky130_fd_sc_hd__clkbuf_16
qor: final_timing.clock-skew-final 39.57 ps
qor: cts.tritoncts.num_buffers 47
qor: yosys.netlist_instances 6452
qor: yosys.ys_sh_aoi 19.70%
qor: floorplan.fp_util 50.41%
qor: cells_and_area.layout.core_utilization 58.54%
qor: yosys.yosys_top_cell_area_share 19.23%
qor: cells_and_area.layout_cells_sized_above_1 5.508%
qor: final_timing.fmax 0.008077 GHz
qor: cts.clock_path_buffers 3
qor: yosys.synth_top_cell_by_count sky130_fd_sc_hd__ha_1
qor: yosys.synth-simple-area-share 22.29%
qor: setup_path.cp.required 272450 ps
qor: floorplan.die-height 322.3 um
qor: yosys.post-synth-top-area-cell sky130_fd_sc_hd__dfrtp_1
qor: yosys.number_of_cells_in_yosys_stat 6452
qor: global_routing.antenna_violations_before_repair 3
qor: route.drt.antenna.violating_nets 0
qor: cts.post-cts-setup-buffer-count 0
qor: route.detail_route.drc_violations 0
qor: setup_path.critical_path.most_common_cell sky130_fd_sc_hd__o21a_1
qor: yosys.dominantRegCellSynth sky130_fd_sc_hd__dfrtp_1
qor: route.vias_per_cell 5.713
qor: setup_path.worstPathArrival 124370 ps
qor: place.routabilityCongestion 1.003
qor: route.drt_pass1_iterations 7
qor: yosys.synth.yosys.warnings 33
qor: cts.cts_tree built
qor: final_timing.slew_headroom 31.51%
qor: cts.holdBufCountCts 0
qor: setup_path.critPathLaunchType flip-flop
qor: final_timing.timing.final.setup_violations 0
qor: floorplan.std_cell_rows 117
qor: yosys.edff_count_synth 0
qor: yosys.synth_chip_area 0.05128 mm^2
qor: setup_path.end_kind flip-flop
qor: setup_path.critPathKind flip-flop to flip-flop
qor: setup_path.crit_fanout 49
qor: cells_and_area.register_area 0.009859 mm^2
qor: setup_path.cp_slowest_stage_delay 740 ps
qor: route.number_of_drc_markers_after_the_initial_detailed_route_iteration 2890
qor: cells_and_area.multi_input_comb_area 0.03901 mm^2
qor: final_timing.timing.setup.tns 0 ps
qor: setup_path.critical-path-slowest-cell sky130_fd_sc_hd__nor2_1
qor: floorplan.dieWidth 322.3 um
qor: final_timing.measured_slew_at_the_worst_slew_check_pin 1025 ps
qor: final_timing.number_of_hold_slack_violations_in_the_final_timing_report 0
qor: route.avgRoutedWirePerCell 18.90 um
qor: cts.cts-resized-gates 0
qor: cts.h-tree-depth 2
qor: yosys.top_cells_by_count sky130_fd_sc_hd__ha_1 (665), sky130_fd_sc_hd__nand2_1 (625), sky130_fd_sc_hd__nor2_1 (606), sky130_fd_sc_hd__inv_1 (482), sky130_fd_sc_hd__xnor2_1 (428)
qor: global_routing.first_global_vias 43940
qor: global_routing.global_route.overflow_total 0
qor: yosys.ys_top_logic_family simple AND/OR/NAND/NOR gates
qor: status.status finished clean
qor: yosys.netlist-cell-type-count 103
qor: global_routing.grt_first_pass_wirelength 246500 um
qor: place.dp_hpwl 127400 um
qor: min_path.timing.hold.worst.class flip-flop to flip-flop
qor: yosys.adder_share 20.75%
==> layer usage <==
metal	GRT usage, %	up-vias	routed length [um]
li1	-	23960	-
met3	5.472	187	10120
met4	6.339	6	3821
met2	48.88	1252	71540
met5	0	-	35
met1	45.41	22250	72110
==> layout make-up <==
class                      count  area share, %
clock buffer                  66          2.246
clock inverter                21         0.5777
inverter                     483          3.057
multi-input combinational   5436          65.51
sequential                   394          16.55
tap                         1368          2.874
timing repair buffer         572          9.185
==> worst paths after layout <==
kind                                          start                       to  slack (ps)  cells past startpoint
worst max register to register  pe_active_cycles[3]    avg_pe_utilization[0]      148090                    533
worst min-delay path             compute_cycles[31]       compute_cycles[31]         470                      1
min in group asynchronous                     reset  total_accumulations[21]       54270                      2
max in group asynchronous                     reset    avg_pe_utilization[0]      215150                      5
worst min register to register   compute_cycles[31]       compute_cycles[31]         470                      1
worst max-delay path            pe_active_cycles[3]    avg_pe_utilization[0]      148090                    533
==> metrics by stage <==
step | cell area, um^2 | hold slack [ps] | std cells | worst slack (ps)
after CTS | 59560 | 474.7 | 8340 | 149580
after floorplan | 51420 | 423.7 | 6489 | 166920
after global placement | 57880 | 460.6 | 8253 | 150550
final | 59560 | 470.2 | 8340 | 148090
after detailed placement | 57880 | 462.7 | 8253 | 150460
after global routing | 59560 | 482.7 | 8340 | 136950
==> layout by cell type (no fill, tap or decap), types with 14 or more instances in the layout <==
cell                              count
sky130_fd_sc_hd__or2_2               49
sky130_fd_sc_hd__ha_1               665
sky130_fd_sc_hd__nor3_1             316
sky130_fd_sc_hd__a21o_1             157
sky130_fd_sc_hd__o21a_1             249
sky130_fd_sc_hd__nor2_1             605
sky130_fd_sc_hd__nand3_1            213
sky130_fd_sc_hd__conb_1              38
sky130_fd_sc_hd__a21boi_0            67
sky130_fd_sc_hd__o31ai_1             35
sky130_fd_sc_hd__a31oi_1             62
sky130_fd_sc_hd__fa_1               116
sky130_fd_sc_hd__o31a_1              14
sky130_fd_sc_hd__or3_1               78
sky130_fd_sc_hd__nand3b_1            19
sky130_fd_sc_hd__mux2_2              81
sky130_fd_sc_hd__a21oi_1            272
sky130_fd_sc_hd__xnor2_1            428
sky130_fd_sc_hd__inv_1              481
sky130_fd_sc_hd__o211ai_1            36
sky130_fd_sc_hd__nand2b_1            56
sky130_fd_sc_hd__mux2i_1             44
sky130_fd_sc_hd__and4_1              27
sky130_fd_sc_hd__a211oi_1            33
sky130_fd_sc_hd__and2_1              36
sky130_fd_sc_hd__o21bai_1            32
sky130_fd_sc_hd__clkbuf_16           47
sky130_fd_sc_hd__nand4_1            127
sky130_fd_sc_hd__dfrtp_1            394
sky130_fd_sc_hd__xor2_1             165
sky130_fd_sc_hd__o21ai_0            318
sky130_fd_sc_hd__o21ai_1             25
sky130_fd_sc_hd__clkdlybuf4s50_1    465
sky130_fd_sc_hd__nor4_1              51
sky130_fd_sc_hd__nand2_1            625
sky130_fd_sc_hd__buf_4              106
sky130_fd_sc_hd__and3_1              96
sky130_fd_sc_hd__nor2b_1             48
==> critical path: cells and delay by family, from the launching register on <==
kind,cells,cell delay (ps)
DFF,1,720
buffers and inverters,26,6220
xor gates and xnor gates,1,140
adders and majority gates,39,12610
AOI/OAI and AO/OA,400,88470
muxes,11,3410
and+or+nand+nor,56,11730
==> flip-flops by register name, indices dropped and copies added (netlist names) <==
name                 flops
pe_active_cycles        32
total_cycles            32
compute_cycles          32
stall_cycles            32
total_accumulations     64
total_popcount_ops      64
avg_pe_utilization      16
sram_read_count         32
total_xnor_ops          58
idle_cycles             32
==> cell families after synthesis <==
family	after synthesis
other cells	1
compound gates	1500
mux	129
buf+inv	659
fa+ha+maj	781
simple gates	2395
flops	394
xor+xnor	593
