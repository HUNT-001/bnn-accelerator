## design/flow/config.mk

```make
export PLATFORM = sky130hd
export DESIGN_NAME = adaptive_pe
export DESIGN_NICKNAME = adaptive_pe
export VERILOG_FILES = /design/flow/design.v
export SDC_FILE = /design/flow/constraint.sdc
export NUM_CORES = 4
export LEC_CHECK = 1
export CORE_UTILIZATION = 40
```

## design/flow/constraint.sdc

```tcl
current_design adaptive_pe

set clk_period 4.0
set clk_io_pct 0.2

create_clock -name clk0 -period $clk_period

set non_clock_inputs [all_inputs -no_clocks]
set_input_delay [expr $clk_period * $clk_io_pct] -clock clk0 $non_clock_inputs
set_output_delay [expr $clk_period * $clk_io_pct] -clock clk0 [all_outputs]
```

## design/flow/design.v

```verilog
`timescale 1ns / 1ps
module adaptive_pe #(
    parameter integer MAX_WIDTH = 64,
    parameter integer MAX_ACC_WIDTH = 20   
)(
    input  wire                         clk,
    input  wire                         reset,
    input  wire                         ce,
    input  wire                         accumulate,
    input  wire                         test_mode,
    input  wire [2:0]                   precision_mode,
    input  wire [MAX_WIDTH-1:0]         weight_in,
    input  wire [MAX_WIDTH-1:0]         activation_in,
    input  wire [MAX_WIDTH-1:0]         mask_in,
    output reg  [MAX_ACC_WIDTH-1:0]     accumulated_sum,
    output wire                         clock_gated,
    output wire                         computation_skipped,
    output wire [2:0]                   active_precision   
);
    reg [6:0] active_bits;       
    reg [5:0] parallel_ops;      
    reg [8:0] max_value;         
    always @(*) begin
        case (precision_mode)
            3'b000: begin   
                active_bits = 7'd64;
                parallel_ops = 6'd64;
                max_value = 9'd1;
            end
            3'b001: begin   
                active_bits = 7'd64;
                parallel_ops = 6'd32;
                max_value = 9'd3;
            end
            3'b010: begin   
                active_bits = 7'd64;
                parallel_ops = 6'd16;
                max_value = 9'd15;
            end
            3'b011: begin   
                active_bits = 7'd64;
                parallel_ops = 6'd8;
                max_value = 9'd255;
            end
            default: begin   
                active_bits = 7'd64;
                parallel_ops = 6'd64;
                max_value = 9'd1;
            end
        endcase
    end
    assign active_precision = precision_mode;
    wire weight_is_zero, activation_is_zero;
    wire weight_is_sparse, activation_is_sparse;
    sparse_detector #(
        .WORD_SIZE(MAX_WIDTH)
    ) weight_detector (
        .data_in(weight_in),
        .is_zero(weight_is_zero),
        .is_sparse(weight_is_sparse)
    );
    sparse_detector #(
        .WORD_SIZE(MAX_WIDTH)
    ) activation_detector (
        .data_in(activation_in),
        .is_zero(activation_is_zero),
        .is_sparse(activation_is_sparse)
    );
    wire skip_compute = weight_is_zero || activation_is_zero;
    assign computation_skipped = skip_compute && ce;
    wire pe_enable = ce && !skip_compute;
    wire gated_clk;
    clock_gate_cell icg (
        .clk(clk),
        .enable(pe_enable),
        .test_enable(test_mode),
        .gated_clk(gated_clk)
    );
    assign clock_gated = !pe_enable;
    reg [MAX_ACC_WIDTH-1:0] compute_result;
    always @(*) begin
        case (precision_mode)
            3'b000: compute_result = compute_1bit();
            3'b001: compute_result = compute_2bit();
            3'b010: compute_result = compute_4bit();
            3'b011: compute_result = compute_8bit();
            default: compute_result = {MAX_ACC_WIDTH{1'b0}};
        endcase
    end
    function [MAX_ACC_WIDTH-1:0] compute_1bit;
        reg [MAX_WIDTH-1:0] xnor_result;
        integer i, count;
        begin
            xnor_result = ~(weight_in ^ activation_in) & mask_in;
            count = 0;
            for (i = 0; i < MAX_WIDTH; i = i + 1) begin
                count = count + xnor_result[i];
            end
            compute_1bit = count[MAX_ACC_WIDTH-1:0];
        end
    endfunction
    function [MAX_ACC_WIDTH-1:0] compute_2bit;
        integer i;
        reg [1:0] w, a;
        reg [3:0] product;
        integer sum;
        begin
            sum = 0;
            for (i = 0; i < 32; i = i + 1) begin
                w = weight_in[i*2 +: 2];
                a = activation_in[i*2 +: 2];
                product = w * a;   
                sum = sum + product;
            end
            compute_2bit = sum[MAX_ACC_WIDTH-1:0];
        end
    endfunction
    function [MAX_ACC_WIDTH-1:0] compute_4bit;
        integer i;
        reg [3:0] w, a;
        reg [7:0] product;
        integer sum;
        begin
            sum = 0;
            for (i = 0; i < 16; i = i + 1) begin
                w = weight_in[i*4 +: 4];
                a = activation_in[i*4 +: 4];
                product = w * a;   
                sum = sum + product;
            end
            compute_4bit = sum[MAX_ACC_WIDTH-1:0];
        end
    endfunction
    function [MAX_ACC_WIDTH-1:0] compute_8bit;
        integer i;
        reg [7:0] w, a;
        reg [15:0] product;
        integer sum;
        begin
            sum = 0;
            for (i = 0; i < 8; i = i + 1) begin
                w = weight_in[i*8 +: 8];
                a = activation_in[i*8 +: 8];
                product = w * a;   
                sum = sum + product;
            end
            compute_8bit = sum[MAX_ACC_WIDTH-1:0];
        end
    endfunction
    always @(posedge gated_clk or posedge reset) begin
        if (reset) begin
            accumulated_sum <= {MAX_ACC_WIDTH{1'b0}};
        end else begin
            if (!accumulate) begin
                accumulated_sum <= {MAX_ACC_WIDTH{1'b0}};
            end else begin
                accumulated_sum <= accumulated_sum + compute_result;
            end
        end
    end
endmodule
`timescale 1ns / 1ps
module clock_gate_cell (
    input  wire clk,
    input  wire enable,
    input  wire test_enable,   
    output wire gated_clk
);
    reg enable_latched;
    always @(*) begin
        if (!clk)
            enable_latched = enable | test_enable;
    end
    assign gated_clk = clk & enable_latched;
endmodule
`timescale 1ns / 1ps
module sparse_detector #(
    parameter WORD_SIZE = 64
)(
    input  wire [WORD_SIZE-1:0] data_in,
    output wire                 is_zero,     
    output wire                 is_sparse    
);
    assign is_zero = (data_in == {WORD_SIZE{1'b0}});
    function integer count_ones;
        input [WORD_SIZE-1:0] v;
        integer i, cnt;
        begin
            cnt = 0;
            for (i = 0; i < WORD_SIZE; i = i + 1)
                cnt = cnt + v[i];
            count_ones = cnt;
        end
    endfunction
    wire [6:0] ones_count = count_ones(data_in);
    assign is_sparse = (ones_count < (WORD_SIZE / 10));
endmodule
```

## design/flow/run.sh

```bash
#!/bin/bash
# OpenROAD 26Q1-2900-gdf79404cd8, Yosys 0.63+post, stock flow scripts
make -C /OpenROAD-flow-scripts/flow DESIGN_CONFIG=/design/flow/config.mk WORK_HOME=/design/flow/orfs finish
```

==> out/results.tsv <==
metric	value	unit
period utilization	97.1	%
initial core utilization	40.4	%
routability cong.	1.08	
CP max FO	2	
placed cells	5027	
Top cell excl fill/tap	inv_1	
endpoints left unconstrained	41	
Highest Clock Rate	258	MHz
IO buf count	225	
Post-Syn Instances	3488	
outcome	finished, final reports clean	
Top FF cell, synth	dfrtp_1	
Post-synth EDFFs	0	
endpoints failing hold	0	
final non-filler cell total	5035	
type of the most critical hold path	input port to output port	
Slew Viols, Final	0	
Initial DRT Pass Iterations	6	
cells in synth_stat.txt	3488	
Setup Buffers After CTS	0	
min Tclk post-route	3880	ps
chip area	87000	sq um
initial drt markers	1063	
wirelength, routed	146000	um
post-route ant nets	0	
share of layout cells above drive strength 1	5.28	%
largest net degree at the start of global routing	21	
via count	24600	
Detailed Place HPWL	138000	um
CP endpoint kind	output port	
max-cap violation count	0	
most frequent cells in the layout	inv_1 (1,155), fa_1 (869), ha_1 (546)	
first-pass GRT wire length	204000	um
antenna violations before repair	7	
FP Rows	107	
post-placement cell area	39400	sq um
CP Data Required Time	3200	ps
Layout fillers	8239	
register pins left without a clock	21	
vias in the first global route	27400	
startpoint types	input port	
setup-violating endpoint count in the final report	0	
Die Span Y	295	um
ys async rst share	95.2	%
Layout area overhead	15.1	%
design area	39500	sq um
Overflow after GRT	0	
DRC Markers	0	
routed wire length per instance	28.9	um
core area	85000	sq um
Die W	295	um
GRT Resource Usage Total	37.5	%
vias per cell	4.89	
Syn. warnings	5	
Distinct cells, synth	61	
type of the worst setup path	input port to output port	
YS chip area	34300	sq um
syn_area_per_cell	9.84	sq um
critical path arrival	3080	ps
Rel. slew slack	46.9	%
synthesized area	34300	sq um
Yosys reg bits	21	
I/O pin count	225	
tool warning count	41	
Worst Max-Slew Pin Slew	796	ps
## path summary, 6_finish.rpt
| kind | startpoint | endpoint | cells after the start |
|---|---|---|---|
| setup / recovery | activation_in[56] | computation_skipped | 9 |
| hold / removal | ce | clock_gated | 3 |
## synth_stat cells (7+ instances only)
cell,count,share of area [%]
nor4_1,39,0.71
a211oi_1,7,0.15
o21ai_0,22,0.32
ha_1,546,20
xnor2_1,19,0.48
inv_1,1155,13
xor2_1,19,0.48
and2_1,286,5.2
nor2b_1,30,0.55
nor2_1,35,0.38
a21o_1,23,0.50
a21oi_1,37,0.54
o21a_1,13,0.28
nand2_1,194,2.1
nand4_1,10,0.18
fa_1,869,51
dfrtp_1,20,1.5
clkbuf_1,10,0.11
o21bai_1,8,0.18
nand2b_1,50,0.91
nand3_1,8,0.12
## cell families after synthesis
kind of cell               Yosys count  share of synthesized area (%)
buffers and inverters             1168                           12.8
muxes                                3                         0.0875
DFF                                 20                           1.46
xor gates and xnor gates            38                          0.970
AOI/OAI and AO/OA                  166                           3.31
and+or+nand+nor                    677                           10.7
latches                              1                         0.0437
adders and majority gates         1415                           70.6
## what timing repair did
action	CTS	global route
hold buffers	0	0
pin swaps	0	6
setup endpoints to repair	2	2
resized	8	15
endpoints found under the hold margin	0	0
## critical path, cell delays in order
cell and delay [ps]:
clkdlybuf4s50_1 410, buf_4 200, nor4_2 260, buf_4 170
nand4_1 130, nor4_4 350, nor2_4 140, nor2b_1 140
clkdlybuf4s50_1 470
## per-layer routing
metal	global-route usage, %	part of all wire [%]
met5	0.831	0.060
met4	9.10	3.4
met3	21.5	14
met2	52.6	43
met1	51.8	39
## sequential cells by signal (all words and copies together) (netlist names)
signal / cells
accumulated_sum: 20
icg.enable_latched: 1
## per-stage QoR
stage	setup WS (ps)	utilization, %	setup TNS [ps]	hold slack (ps)
after global routing	-23.5	46.4	-23.5	2580
after CTS	15.2	46.3	0	2530
final	118	46.5	0	2520
after floorplan	1530	-	0	1630
after global placement	-166	46.3	-310	2520
after detailed placement	-165	46.3	-309	2520
## area by class of cell
type / instances / area, sq um / share of cell area [%]
Tap cell: 1144 / 1430 / 3.62
Multi-Input combinational cell: 2299 / 29500 / 74.8
Timing Repair Buffer: 408 / 3670 / 9.29
Inverter: 1155 / 4340 / 11.0
Sequential cell: 21 / 515 / 1.30
Antenna cell: 8 / 20.0 / 0.0507
